## flow/config.mk

```make
export PLATFORM = sky130hd
export DESIGN_NAME = pipeline_reg
export DESIGN_NICKNAME = pipeline_reg
export VERILOG_FILES = /design/flow/design.v
export SDC_FILE = /design/flow/constraint.sdc
export NUM_CORES = 4
export LEC_CHECK = 1
export CORE_AREA = 10 10 84 84
export DIE_AREA = 0 0 94 94
export SYNTH_HDL_FRONTEND = slang
```

## flow/constraint.sdc

```tcl
current_design pipeline_reg

set clk_period 1.0
set clk_io_pct 0.2

create_clock -name clk0 -period $clk_period [get_ports {clk}]

set non_clock_inputs [all_inputs -no_clocks]
set_input_delay [expr $clk_period * $clk_io_pct] -clock clk0 $non_clock_inputs
set_output_delay [expr $clk_period * $clk_io_pct] -clock clk0 [all_outputs]
```

## flow/design.v

```verilog
module pipeline_reg #( parameter DATA_WIDTH = 16 )
(
    input clk,
    input reset,
    input enable,
    input [DATA_WIDTH-1:0] reg_in,
    output logic [DATA_WIDTH-1:0] reg_out
);
always_ff @(posedge clk) begin
    if (reset) begin
        reg_out <= 0; 
    end else if (enable) begin
        reg_out <= reg_in;
    end  
end
endmodule
```

## flow/run.sh

```bash
#!/bin/bash
# OpenROAD 26Q1-2900-gdf79404cd8, Yosys 0.63+post, stock flow scripts
make -C /OpenROAD-flow-scripts/flow DESIGN_CONFIG=/design/flow/config.mk WORK_HOME=/design/flow/orfs finish
```

==> changes_impl.md <==
### Implementation results

- Number of max-slew violations in the final report: 0
- Drt initial violations: 4
- Unrepaired setup endpoints after global routing: false
- Detailed-route via count: 471
- Most numerous logic cell after layout: clkdlybuf4s50_1
- Remaining max-slew budget at the tightest pin: 0.905
- Maximum clock insertion buffer count: 2
- Clock network fraction of total power: 0.378
- Kind of critical path: register to output pin
- Hold Crit Start: reg_out[6]$_SDFFE_PP0P_
- Sw Ratio: 0.203
- Crit path max-delay cell type: dfxtp_2
- Maximum vdd ir drop: 0.897 mV
- Top post-synthesis cells by area: dfxtp_1 55%, mux2i_1 28%, nor2_1 10%
- Biggest registers after layout: reg_out: 16 flops
- Post-Route WL: 1.65 mm
- Least-Margin Pin Slew: 0.139 ns
- Clk ins delay skew pair: 0.25 ns
- Final RePlAce weighted congestion: 0.686
- Initial core utilization: 0.112
- Final tally of hold violations: 0
- Area of the synthesized netlist per yosys stat: 581 um^2
- Synthesis-to-finish area growth: 91.2%
- Cell-by-cell trace of the critical path: clkdlybuf4s15_1
- Setup Buffers After CTS: 0
- Fraction of synthesized cell area taken by the top area cell type: 0.552
- Row count: 26
- Static Leakage: 0.473 nW
- Post-route antenna net violation count: 0
- Synthesis-stage register bit count: 16
- Wire length of the first global-routing pass: 2.46 mm
- Cts hold-fix bufs: 0
- Die Size: 8840 um^2
- Number of max-cap violations: 0
- Mapped Cells: 52
- Final setup vio count: 0
- Number of global-route vias before repair: 481
- Data required time at the worst endpoint: 0.80 ns
- Post-CTS clock slew at the launch and capture registers of the worst setup and hold paths: 0.07 ns
- Die extent in y: 94 um
- CTS Root Cell: clkbuf_8
- Inserted Clock Buffers: 3
- Routed length per placed instance: 10.4 um
- Fraction of power consumed by combinational cells: 0.156
- Aggregate global-route resource usage: 0.0355
- Commonest cells after routing, fill and taps aside: 17 x clkdlybuf4s50_1, 16 x mux2i_1, 16 x nor2_1, 16 x dfxtp_2, 15 x clkdlybuf4s15_1
- CTS tree: done
- CP Data Arrival Time: 0.75 ns
- I/O pin total: 35
- Placement Cell Area: 1010 um^2
- Post-synth top area cell: dfxtp_1
- Number of diodes added for antenna fixing: 0
- Post-placement setup slack: -0.282 ns
- Initial antenna violation count: 0
- Die width: 94 um
- Peak Freq: 1050 MHz
- Post-detailed-route via-to-cell ratio: 2.96
- Setup ws final: 0.0468 ns
- Post-layout period usage of the worst path: 0.953
- Number of cells in the yosys synthesis report: 52
- Crit path capture type: output pin
- PwrDens: 1360 nW/um^2
- Tool warning count: 25
- Largest net degree at the start of global routing: 17
- Largest driver fanout on the critical path: 2
- Unique cell type count in the Yosys netlist: 7
- Register containing the most flip-flops in the final layout: reg_out
- Syn avg cell area: 11.2 um^2
- Syn Std Cell Area: 581 um^2
- Clk_skew: 0 ns
- Core region area: 5200 um^2
- Worst hold margin: 0.481 ns
- Count of warnings emitted by yosys: 0
- Fraction of layout instances using a drive strength above 1: 0.270
- Total number of clock tree sinks: 16
- Hold crit path type: register to register
- Number of H-tree branching levels: 1
- GRT Residual Overflow: 0
- Internal portion of total power: 0.00120 W
- Net Switching: 0.000305 W
- Number of optimization iterations in the first detailed-route pass: 2
- Count of buffer and inverter cells on the critical path: 1
- Number of port buffers: 34
- Worst Setup Start Kind: register
- Largest stage delay, worst path: 0.33 ns
- Flip-flop count of the largest register after layout: 16
- Min Clock Period, post-route: 0.953 ns
- Non-Filler Cell Area, Final: 1110 um^2
- Sequential share of the synthesized area: 0.552
- Run status: finished clean
- DRC errors left: 0
- Power, Total: 0.00151 W
- Worst path top cell family by delay: flip-flops
- Seq pwr share: 0.466
- Startpoint of the worst register-to-register path: reg_out[7]$_SDFFE_PP0P_
- Worst setup path startpoint: reg_out[3]$_SDFFE_PP0P_
-- routing by layer --
layer | GRT usage | wire, um
met1 | 0.0538 | 867
met2 | 0.0409 | 531
met3 | 0.0234 | 248
met4 | 0.00253 | 0
met5 | 0 | 0
-- final timing paths --
check / end / slack [ns] / cells after the start
min: reg_out[6]$_SDFFE_PP0P_ / 0.48 / 2
max: reg_out[3] / 0.05 / 1
max reg2reg: reg_out[7]$_SDFFE_PP0P_ / 0.39 / 2
min reg2reg: reg_out[6]$_SDFFE_PP0P_ / 0.48 / 2
-- worst min-delay path: stages, from the launching register on --
cell,delay [ns]
dfxtp_2,0.32
mux2i_1,0.06
nor2_1,0.07
-- synthesized netlist by cell type --
cell type / number
buf_1: 1
mux2i_1: 16
nor2_1: 16
buf_6: 1
dfxtp_1: 16
buf_2: 1
buf_12: 1
-- stage by stage --
| step | setup TNS (ns) | utilization | instances |
|---|---|---|---|
| floorplan | 0 | - | 52 |
| global placement | -3.96 | 0.194 | 154 |
| detailed placement | -4.25 | 0.194 | 154 |
| CTS | 0 | 0.214 | 159 |
| global route | 0 | 0.213 | 159 |
| finish | 0 | 0.213 | 159 |
-- repair_timing --
| item | CTS | global route |
|---|---|---|
| endpoints found under the setup margin | 22 | 3 |
| endpoints found under the hold margin | 0 | 0 |
| gates cloned | 1 | 0 |
| resized | 47 | 3 |
-- cells by family after synthesis --
| group | after synthesis | share of synthesized area |
|---|---|---|
| buffers and inverters | 4 | 0.0690 |
| flip-flops | 16 | 0.552 |
| multiplexers | 16 | 0.276 |
| AND/OR/NAND/NOR | 16 | 0.103 |
-- area by class of cell --
cell class | count | area (um^2)
clock buffer | 4 | 55.1
fill | 568 | 4100
multi-input combinational | 32 | 220
sequential | 16 | 340
tap | 70 | 87.6
timing repair buffer | 37 | 407
-- power by group through the flow --
| stage | logic (W) | registers (W) | clock network (W) |
|---|---|---|---|
| finish | 0.000235 | 0.000701 | 0.000569 |
| global route | 0.000258 | 0.000704 | 0.000622 |
| CTS | 0.000241 | 0.000701 | 0.000593 |
Power is estimated from default activity; no workload was simulated.
